## ./config.mk

```make
export PLATFORM = sky130hd
export DESIGN_NAME = clk_div_module
export DESIGN_NICKNAME = clk_div_module
export VERILOG_FILES = /design/flow/design.v
export SDC_FILE = /design/flow/constraint.sdc
export NUM_CORES = 4
export LEC_CHECK = 1
export CORE_AREA = 10 10 97 97
export DIE_AREA = 0 0 107 107
```

## ./run.sh

```bash
#!/bin/bash
# OpenROAD 26Q1-2900-gdf79404cd8, Yosys 0.63+post, stock flow scripts
make -C /OpenROAD-flow-scripts/flow DESIGN_CONFIG=/design/flow/config.mk WORK_HOME=/design/flow/orfs finish
```

## ./constraint.sdc

```tcl
current_design clk_div_module

set clk_period 3.8
set clk_io_pct 0.2

create_clock -name clk0 -period $clk_period [get_ports {i_clk}]

set non_clock_inputs [all_inputs -no_clocks]
set_input_delay [expr $clk_period * $clk_io_pct] -clock clk0 $non_clock_inputs
set_output_delay [expr $clk_period * $clk_io_pct] -clock clk0 [all_outputs]
```

## ./design.v

```verilog
module clk_div_module
#(
    parameter       P_CLK_DIV_CNT       =       2
)
(
    input           i_clk           ,
    input           i_rst           ,
    output          o_clk_div
);
reg                 ro_o_clk_div                ;
reg [15:0]          r_cnt                       ;
assign              o_clk_div   =   ro_o_clk_div;
always@(posedge i_clk or posedge i_rst)
begin
  if (i_rst)
    r_cnt <= 'd0;
  else if (r_cnt == (P_CLK_DIV_CNT >> 1) - 1)
    r_cnt <= 'd0;
  else
    r_cnt <= r_cnt + 1;
end
always@(posedge i_clk or posedge i_rst)
begin
    if (i_rst)
        ro_o_clk_div <= 'd0;
    else if (r_cnt == (P_CLK_DIV_CNT>>1) - 1)
        ro_o_clk_div <= ~ro_o_clk_div;
    else
        ro_o_clk_div <= ro_o_clk_div;
end
endmodule
```

==> reports/results.ini <==
[clocking]
postcts_setup_bufs = 0
cts-hold-fix-buffers = 0
clockBufferDepth = 2
clock_tree_sinks = 17
path_clk_slew_ns = 0.07
maximum_level_of_the_cts_h_tree = 1
cts_inserted_buffers = 3
tritoncts_clock_tree = built
clkLatencyLatePin_ns = 0.25
ctsResizeCount = 0
cts.root.buffer_cell = clkbuf_8

[placed_design]
place_area_um2 = 978
dpl.cell_count = 172
port-buffer-count = 2
finalWeightedCongestion = 0.808
place_hpwl_um = 985

[route]
detail_route.vias_per_cell = 3.02
final_antenna_net_count = 0
detailroute.via_count = 532
routedWlPerCell_um = 8.02
detail_route.drc_violations = 0
detailedRoute.firstIterationViolations = 16
detail_route.wirelength_um = 1410
number_of_inserted_diodes = 0
detail_route.first_pass.iterations = 6

[finish]
layout.cell_area.non_filler_mm2 = 0.00102
post_route_cells_drive_above_1_share_pct = 15.6
fillCellCount = 848
area.combinational_um2 = 390
post_layout_nonfiller_instances = 176
flow.area_growth_from_synthesis_pct = 22.1
final-seq-area_um2 = 425

[min_path]
hold_path_class = flop to flop

[timing]
timing.slew.headroom_pct = 58.9
worst-slew-pin-transition_ns = 0.615
timing.fmax_ghz = 0.545
final-setup-viol-count = 0
final_min_period_over_clock_period_pct = 48.3
clock-skew-final_ns = 0.00676
grt_setup_unrepaired = false
setup_tns_ns = 0
final_hold_viol_count = 0
report.final.slew_viol_count = 0
final_period_minus_worst_setup_slack_ns = 1.83

[synth]
synth_warnings = 1
ys_area_um2 = 840
synth-cells-yosys = 72
post_synth.cell_area_avg_um2 = 11.7
synthesis.area_um2 = 840
synth_cells = 72
distinct_cell_type_count_of_the_synthesized_netlist = 20
number_of_synthesized_register_bits = 17
synth_seq_share_pct = 50.7

[setup_path]
crit_required_ns = 3.04
criticalPathCategory = flop to output pin
critical_path_peak_fanout = 2
slowest_delay_ns = 0.46
crit_slowest_cell = clkdlybuf4s50_1
cp-start-kind = flop
cp.arrival_ns = 1.07
cp-end-kind = output pin
path_buffers = 1
critical_path.top_delay_family = buffers and inverters
cells_along_the_critical_path = clkdlybuf4s50_1

[grt]
grt_max_degree = 18
grt.overflow.total = 0
grt_pass1_wl_um = 2450
all_layer_global_routing_usage_pct = 2.52
via_count_of_the_first_global_routing_pass = 532
antenna_violations_before_repair = 0

[die]
initial_core_utilization_pct = 11.5
floorplan.core_area_mm2 = 0.00729
floorplan.io_pins = 3
die_height_um = 107
die_w_um = 107
chip_area_mm2 = 0.0114
floorplan.rows = 31

[status]
run_status = finished clean

[pwr]
total_leakage_power_nw = 0.432
power_per_cell_area_mw_per_mm2 = 313
worst_ir_drop_on_vdd_uv = 321

[flow_run]
warning_count = 26
max-cap-violations = 0

layout make-up:
cell class                      instances  area share, %
Sequential cell                        17           41.5
Multi-Input combinational cell         49           38.1
Tap cell                               99           12.1
Clock buffer                            3           4.03
Timing Repair Buffer                    2           1.95
Inverter                                5           1.83
Clock inverter                          1          0.488
power by group:
group	leakage [nW]	switching, mW	internal [mW]
clock	0.0255	0.0626	0.0727
sequential	0.238	0	0.181
combinational	0.168	0.00334	0.000955
synthesized netlist by cell type:
| cell type | number | area [um^2] |
|---|---|---|
| dfrtp_1 | 17 | 425 |
| xnor2_1 | 8 | 70.1 |
| xor2_1 | 7 | 61.3 |
| inv_1 | 5 | 18.8 |
| nand4_1 | 5 | 31.3 |
| nand3_1 | 4 | 20.0 |
| nor3_1 | 4 | 20.0 |
| nor4_2 | 4 | 50.1 |
| nand2_1 | 3 | 11.3 |
| nor2_1 | 3 | 11.3 |
| ha_1 | 2 | 25.0 |
| nor4_1 | 2 | 12.5 |
| and2_1 | 1 | 6.26 |
| and4_1 | 1 | 8.76 |
| and4_2 | 1 | 10.0 |
| buf_2 | 1 | 5.00 |
| nand3_2 | 1 | 10.0 |
| nand4_2 | 1 | 12.5 |
| nand4_4 | 1 | 21.3 |
| nor4b_1 | 1 | 8.76 |
layer usage:
metal	global-route usage, %	vias to the layer above	share of wire, %
met5	0	-	0
met4	0.484	0	2.4
met3	0.849	2	4.2
met2	3.60	11	41
met1	3.62	252	53
li1	-	267	-
cell families after synthesis:
family        after synthesis  synth area share, %
flops                      17                 50.7
buf+inv                     6                 2.83
xor+xnor                   15                 15.6
simple gates               32                 27.9
fa+ha+maj                   2                 2.98
registers in the layout (all words and copies together) (netlist names):
register,cells
r_cnt,16
ro_o_clk_div,1
final timing paths:
| path | from | to | slack (ns) | cells after the start |
|---|---|---|---|---|
| hold reg to reg | ro_o_clk_div | ro_o_clk_div | 0.47 | 1 |
| hold / removal | ro_o_clk_div | ro_o_clk_div | 0.47 | 1 |
| min in group asynchronous | i_rst | r_cnt[9] | 0.88 | 2 |
| setup / recovery | ro_o_clk_div | o_clk_div | 1.97 | 1 |
| setup reg to reg | r_cnt[0] | r_cnt[12] | 2.33 | 4 |
| max in group asynchronous | i_rst | r_cnt[8] | 2.51 | 2 |
stage by stage:
stage	hold slack [ns]	util [%]	power, mW	worst slack, ns
floorplan	0.425	-	0.187	2.48
global placement	0.459	13.4	0.189	2.19
detailed placement	0.461	13.4	0.189	2.18
CTS	0.476	14.1	0.327	1.94
global route	0.516	14.1	0.332	1.91
finish	0.466	14.1	0.320	1.97
cell usage in the layout, fill, tap and decap left out, drive strengths merged, types with 2 or more instances in the layout:
cell type      instances
dfrtp                 17
xnor2                  8
xor2                   7
nand4                  7
nor4                   6
inv                    5
nand3                  5
nor3                   4
nand2                  3
nor2                   3
clkbuf                 3
ha                     2
clkdlybuf4s50          2
and4                   2
Power figures rest on the tool's default switching activity, not on a simulated workload.
