===== /design/flow/config.mk =====
export PLATFORM = sky130hd
export DESIGN_NAME = uart_rx
export DESIGN_NICKNAME = uart_rx
export VERILOG_FILES = /design/flow/design.v
export SDC_FILE = /design/flow/constraint.sdc
export NUM_CORES = 4
export LEC_CHECK = 1
export CORE_AREA = 10 10 94 94
export DIE_AREA = 0 0 104 104

===== /design/flow/design.v =====
module uart_rx#(
    parameter               P_SYSTEM_CLK             =        50_000_000         ,    
    parameter               P_UART_BAUND_RATE        =        9600            ,    
    parameter               P_UART_DATA_WIDTH        =        8 ,    
    parameter               P_UART_STOP_WIDTH        =       1  ,    
    parameter               P_UART_CHECK             =        0         
)
(                  
    input                               i_clk                           ,
    input                               i_rst                           ,
    input                               i_uart_rx                       ,    
    output [P_UART_DATA_WIDTH - 1 : 0]  o_user_rx_data                  ,
    output                              o_user_rx_valid
);
reg [1:0]                               ri_uart_rx                      ;
always@(posedge i_clk or posedge i_rst)
begin
    if (i_rst)
        ri_uart_rx <= 'd3;
    else
        ri_uart_rx <= {ri_uart_rx[0], i_uart_rx};
end
reg [15:0]                              r_rx_cnt                        ;
always@(posedge i_clk or posedge i_rst)
begin
    if (i_rst)      
        r_rx_cnt <= 'd0;
    else if (r_rx_cnt == 1 + P_UART_DATA_WIDTH)
        r_rx_cnt <= 'd0;
    else if (ri_uart_rx[1] == 'd0 && r_rx_cnt == 'd0 || r_rx_cnt>0)  
        r_rx_cnt <= r_rx_cnt + 1;
    else
        r_rx_cnt <= r_rx_cnt;
end
reg [P_UART_DATA_WIDTH - 1 : 0]         ro_user_rx_data                 ;
assign                                  o_user_rx_data = ro_user_rx_data;
always@(posedge i_clk or posedge i_rst)
begin
    if (i_rst)
        ro_user_rx_data <= 'd0;
    else if (ri_uart_rx[1] == 'd0 && r_rx_cnt == 'd0 || r_rx_cnt > 0 && r_rx_cnt < P_UART_DATA_WIDTH+1)
        ro_user_rx_data <= { ri_uart_rx[1], ro_user_rx_data[P_UART_DATA_WIDTH - 1 : 1]};
    else
        ro_user_rx_data <= ro_user_rx_data;
end
reg                                     r_check                         ;
always@(posedge i_clk or posedge i_rst)
begin
    if (i_rst)
        r_check <= 'd1;
    else if (r_rx_cnt > 0 && r_rx_cnt < P_UART_DATA_WIDTH+1)
        r_check <= r_check ^ ri_uart_rx[1];
    else
        r_check <= 'd1;
end
reg                                     ro_user_rx_valid                ;
assign                                  o_user_rx_valid = ro_user_rx_valid;
always@(posedge i_clk or posedge i_rst)
begin
    if (i_rst)
        ro_user_rx_valid <= 'd0;
    else if (r_rx_cnt == P_UART_DATA_WIDTH && P_UART_CHECK == 0)
        ro_user_rx_valid <= 'd1;
    else if (r_rx_cnt == P_UART_DATA_WIDTH + 1 && P_UART_CHECK == 2 && r_check == !ri_uart_rx[1])
        ro_user_rx_valid <= 'd1;
    else if (r_rx_cnt == P_UART_DATA_WIDTH + 1 && P_UART_CHECK == 1 && r_check == ri_uart_rx[1])
        ro_user_rx_valid <= 'd1;
    else 
        ro_user_rx_valid <= 'd0;
end
endmodule

===== /design/flow/constraint.sdc =====
current_design uart_rx

set clk_period 3.0
set clk_io_pct 0.2

create_clock -name clk0 -period $clk_period [get_ports {i_clk}]

set non_clock_inputs [all_inputs -no_clocks]
set_input_delay [expr $clk_period * $clk_io_pct] -clock clk0 $non_clock_inputs
set_output_delay [expr $clk_period * $clk_io_pct] -clock clk0 [all_outputs]

===== /design/flow/run.sh =====
#!/bin/bash
# OpenROAD 26Q1-2900-gdf79404cd8, Yosys 0.63+post, stock flow scripts
make -C /OpenROAD-flow-scripts/flow DESIGN_CONFIG=/design/flow/config.mk WORK_HOME=/design/flow/orfs finish

==> flow_summary.toml <==
# flow metrics
[yosys]
yosysMostFrequentCell = "dfrtp_1"
dominantRegCellSynth = "dfrtp_1"
syn_area_sq_um = 1190
yosys_area_sq_um = 1190
postSynthSeqShare = 0.572
topCellsByArea = "dfrtp_1 (53%), xnor2_1 (7.4%), mux2_2 (6.6%), dfstp_2 (4.4%), or4_4 (3.8%)"
synth_cell_types = 23
common_cells = "dfrtp_1 (25), xnor2_1 (10), mux2_2 (7), nand3_1 (7)"
top_cell_area_share = 0.527
async_reset_ff_frac = 1.00
synth_flops = 27
avgSynthCellArea_sq_um = 12.5
largest_area_cell = "dfrtp_1"
edf_count = 0
yosys_cells = 95
synthCells = 95
yosysWarnings = 1

[timing]
layout_min_cycle_time_ps = 1900
fmax_ghz = 0.525
finalSetupViolations = 0
fin_skew_ps = 5.26
slew_violations = 0
fin_crit_sh = 0.635
hold_violations = 0
slew_headroom = 0.561
hold_slack_ps = 360
worstMarginPinSlew_ps = 652
setup_tns_ps = 0
rsz0062_at_grt = "no"

[routing]
wl_per_cell_microns = 9.45
drt_first_pass_iters = 4
vias = 719
drt_iter0_drc = 18
routed_via_density = 3.47
antenna_cells = 0
drc = 0
ant_nets = 0
wirelength_microns = 1960

[pwr]
p_per_area_nw_per_um2 = 835
ir_drop_v = 0.000204
leakagePower_nw = 0.635

[layout]
seq_area_sq_um = 678
post-route-util = 0.215
logic_area_sq_um = 493
fillers = 735
drive_gt1_frac = 0.180
syn_to_final_growth_pct = 23.9

[setup_path]
r2r-start = "r_rx_cnt[11]$_DFFE_PP0P_"
reg2reg_depth = 4
end_kind = "register"
path_class = "reg2reg"
rrSetupSlack_ps = 1100
cp.required_ps = 3160
crit_start = "r_rx_cnt[11]$_DFFE_PP0P_"
crit_arrival_ps = 2070
path_max_fanout = 8
r2r-end = "ro_user_rx_data[0]$_DFFE_PP0P_"
start_kind = "register"

[die]
die_x_microns = 104
ioPinCount = 12
dieHeight_microns = 104
die-area_sq_um = 10800
row_count = 30
core_sq_um = 6830
initial_core_util = 0.174

[hold_path]
whs_path_depth = 0
min-delay-start = "ri_uart_rx[0]$_DFF_PP1_"
min_to = "ri_uart_rx[1]$_DFF_PP1_"
min_path_type = "reg2reg"

[global_route]
grt_antenna_before_repair = 0
grt_max_degree = 28
grt_pass1_vias = 714
grt_remaining_overflow = 0
track_usage = 0.0353
grt_first_pass_wirelength_microns = 3390

[cts]
cts_setup_buffers = 0
cts_tree = "done"
clk_latency_ps = 270
cts_sinks = 27
cts.hold.buffers_added = 0
cts_resized = 0
cts_buffer_depth = 2
numCtsBuffers = 3
cts.htree.levels = 1
path_clk_slew_ps = 90
cts_root_buf = "clkbuf_8"

[run]
drv_cap = 0
openroad.warnings = 27

[placed_design]
routabilityCongestion = 0.772
dp_hpwl_microns = 1440
port_buffers = 11

[outcome]
status = "complete, no violations"
## flip-flops by register name, summed over array words and instances (netlist names)
register / count
r_rx_cnt: 16
ri_uart_rx: 2
ro_user_rx_data: 8
ro_user_rx_valid: 1
## power breakdown
group	switching, mW	total, mW	internal [mW]
logic	0.158	0.449	0.291
clock network	0.113	0.206	0.0930
registers	0.0987	0.573	0.474
## stage by stage
stage               setup slack [ps]  power (mW)  cell area (sq um)  instances
finish                          1100        1.23               1470        207
global route                     967        1.32               1470        207
CTS                             1050        1.25               1470        207
detailed placement              1070        1.04               1420        203
global placement                1080        1.04               1420        203
floorplan                       1180       0.851               1190         95
## critical path, cell delays in order (launching register included)
cell and delay [ps]:
dfrtp_1 410, or4_4 570, nor3_2 210, o211ai_2 240, mux2_1 370
## cells in the final DEF, fill, tap and decap left out, types with 2 or more instances in the layout
master           count
and3_1               4
ha_1                 3
inv_1                4
dfrtp_1             25
dfstp_2              2
xnor2_1             10
nor3_1               2
nor2_1               6
xor2_1               4
nand3_1              7
mux2_2               7
nand3b_1             2
clkdlybuf4s50_1     11
clkbuf_8             3
or4_4                4
nand2_1              6
## layout make-up
cell class | count | area share
clock inverters | 1 | 0.00340
repair buffers | 12 | 0.0800
flip-flops and latches | 27 | 0.461
clock buffers | 3 | 0.0281
inverters | 4 | 0.0102
well taps | 96 | 0.0817
multi-input cells | 64 | 0.335
## cells by family after synthesis
kind of cell,share of synthesized area
adder cells (fa/ha/maj),0.0316
XOR/XNOR,0.103
AND-OR/OR-AND,0.0148
flip-flops,0.572
buffers and inverters,0.0127
AND/OR/NAND/NOR,0.181
multiplexers,0.0844
## worst max-delay path by stage
stage	slack, ps	endpoint	cells after the start
final	1100	ro_user_rx_data[0]$_DFFE_PP0P_	4
after global routing	970	ro_user_rx_data[0]$_DFFE_PP0P_	4
after CTS	1050	ro_user_rx_data[0]$_DFFE_PP0P_	4
## per-layer routing
metal  wire length, microns  GRT usage
met5                      0          0
met4                     55     0.0149
met3                     75    0.00752
met2                    817     0.0518
met1                   1010     0.0491
Power and IR drop assume default switching activity.
