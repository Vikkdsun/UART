File: /design/flow/run.sh
#!/bin/bash
# OpenROAD 26Q1-2900-gdf79404cd8, Yosys 0.63+post, stock flow scripts
make -C /OpenROAD-flow-scripts/flow DESIGN_CONFIG=/design/flow/config.mk WORK_HOME=/design/flow/orfs finish
File: /design/flow/config.mk
export PLATFORM = sky130hd
export DESIGN_NAME = uart_tx
export DESIGN_NICKNAME = uart_tx
export VERILOG_FILES = /design/flow/design.v
export SDC_FILE = /design/flow/constraint.sdc
export NUM_CORES = 4
export LEC_CHECK = 1
export CORE_AREA = 10 10 94 94
export DIE_AREA = 0 0 104 104
File: /design/flow/constraint.sdc
current_design uart_tx

set clk_period 5.1
set clk_io_pct 0.2

create_clock -name clk0 -period $clk_period [get_ports {i_clk}]

set non_clock_inputs [all_inputs -no_clocks]
set_input_delay [expr $clk_period * $clk_io_pct] -clock clk0 $non_clock_inputs
set_output_delay [expr $clk_period * $clk_io_pct] -clock clk0 [all_outputs]
File: /design/flow/design.v
module uart_tx#(
    parameter               P_SYSTEM_CLK             =        50_000_000         ,    
    parameter               P_UART_BAUND_RATE        =        9600            ,    
    parameter               P_UART_DATA_WIDTH        =        8 ,    
    parameter               P_UART_STOP_WIDTH        =       1  ,    
    parameter               P_UART_CHECK             =        0         
)
(                  
    input                               i_clk            ,
    input                               i_rst            ,
    output                              o_uart_tx        ,
    input [P_UART_DATA_WIDTH-1:0]       i_user_tx_data   ,
    input                               i_user_tx_valid  ,
    output                              o_user_tx_ready  
);
wire                                    w_uart_tx_active                                            ;
assign                                  w_uart_tx_active = i_user_tx_valid & o_user_tx_ready         ;
reg [15:0]                              r_tx_cnt                                                    ;
always@(posedge i_clk or posedge i_rst)
begin
    if (i_rst)
        r_tx_cnt <= 'd0;
    else if (r_tx_cnt == 1 + P_UART_DATA_WIDTH + 1 + P_UART_STOP_WIDTH && P_UART_CHECK > 0)
        r_tx_cnt <= 'd0;
    else if (r_tx_cnt == 1 + P_UART_DATA_WIDTH + P_UART_STOP_WIDTH && P_UART_CHECK == 0)
        r_tx_cnt <= 'd0;
    else if (w_uart_tx_active || r_tx_cnt > 0)
        r_tx_cnt <= r_tx_cnt + 1;
    else
        r_tx_cnt <= r_tx_cnt;
end
reg [P_UART_DATA_WIDTH-1:0]             r_shift_data                                                ;
always@(posedge i_clk or posedge i_rst)
begin
    if (i_rst)
        r_shift_data <= 'd0;
    else if (r_tx_cnt > 0)
        r_shift_data <= r_shift_data >> 1;
    else if (w_uart_tx_active)
        r_shift_data <= i_user_tx_data;
    else
        r_shift_data <= 'd0;
end
reg                                     ro_uart_tx                                                  ;
assign                                  o_uart_tx = ro_uart_tx                                      ;
always@(posedge i_clk or posedge i_rst)
begin
    if (i_rst)
        ro_uart_tx <= 'd1;
    else if (w_uart_tx_active)
        ro_uart_tx <= 'd0;
    else if (r_tx_cnt > 0 && r_tx_cnt < 1 + P_UART_DATA_WIDTH)
        ro_uart_tx <= r_shift_data[0];
    else if (r_tx_cnt == 1 + P_UART_DATA_WIDTH && P_UART_CHECK == 2)
        ro_uart_tx <= !r_check;
    else if (r_tx_cnt == 1 + P_UART_DATA_WIDTH && P_UART_CHECK == 1)
        ro_uart_tx <= r_check;
    else if (r_tx_cnt > 1 + P_UART_DATA_WIDTH && r_tx_cnt < 1 + P_UART_DATA_WIDTH + 1 + P_UART_STOP_WIDTH && P_UART_CHECK > 0)
        ro_uart_tx <= 'd1;
    else if (r_tx_cnt > 1 + P_UART_DATA_WIDTH && r_tx_cnt < 1 + P_UART_DATA_WIDTH + P_UART_STOP_WIDTH && P_UART_CHECK == 0)
        ro_uart_tx <= 'd1;
    else 
        ro_uart_tx <= 'd1;
end
reg                                     r_check                                                     ;
always@(posedge i_clk or posedge i_rst)
begin
    if (i_rst)
        r_check <= 'd1;
    else if (r_tx_cnt > 0 && r_tx_cnt < 1 + P_UART_DATA_WIDTH)
        r_check <= r_check ^ r_shift_data[0];
    else 
        r_check <= 'd1;
end
reg                                     ro_user_tx_ready                                            ;
assign                                  o_user_tx_ready = ro_user_tx_ready                          ;
always@(posedge i_clk or posedge i_rst)
begin
    if (i_rst)
        ro_user_tx_ready <= 'd1;
    else if (r_tx_cnt == 1 + P_UART_DATA_WIDTH + 1 + P_UART_STOP_WIDTH && P_UART_CHECK > 0)
        ro_user_tx_ready <= 'd1;
    else if (r_tx_cnt == 1 + P_UART_DATA_WIDTH + P_UART_STOP_WIDTH && P_UART_CHECK == 0)
        ro_user_tx_ready <= 'd1;
    else if (w_uart_tx_active)
        ro_user_tx_ready <= 'd0;
    else
        ro_user_tx_ready <= ro_user_tx_ready;
end
endmodule
==> impl_metrics.csv <==
group,metric,value,unit
cts,cts_buffers,3,
timing,setup_violations,0,
cts,clk_pin_slew,0.09,ns
die,io_pins,13,
logic_synthesis,syn-instance-count,121,
global_route,track_usage,4.207,%
placed_design,gp_congestion,0.7639,
die,rows,30,
power_and_ir_drop,powerDensity,385.7,nW/um^2
drt,num_antenna_cells,0,
timing,fin_crit,2.363,ns
logic_synthesis,ys_cells,121,
global_route,grt_pass1_vias,892,
placed_design,io_buffers,12,
logic_synthesis,ys_chip_area,1244,um^2
timing,slew_headroom,64.69,%
cells_and_area,fill_cells,762,
cells_and_area,drive_gt1_share,9.701,%
outcome,status,"complete, no violations",
critical_path,cp-end-kind,"register",
cells_and_area,regArea,653.1,um^2
cts,cts_tree,"yes",
timing,period_used_share,46.33,%
logic_synthesis,ys_types,29,
timing,rsz0062_at_grt,"false",
cts,ctsResizeCount,0,
drt,vias,877,
die,dieHeight,104,um
drt,wire_per_inst,9.909,um
cts,clk_path_buf_depth,2,
logic_synthesis,largest_area_cell,"dfrtp_1",
die,core_area,6832,um^2
timing,tns,0,ns
timing,holdWs,0.4605,ns
logic_synthesis,synth_area_per_cell,10.28,um^2
cts,clock-sinks,26,
power_and_ir_drop,vdd_drop_max,123.6,uV
critical_path,cp_max_fo,10,
drt,drcViolationCount,0,
logic_synthesis,edf_count,0,
logic_synthesis,top_area_share,48.29,%
timing,maxSlewViolCount,0,
logic_synthesis,synth_area,1244,um^2
logic_synthesis,ys.flops,26,
power_and_ir_drop,leakagePower,0.6259,nW
cells_and_area,most-common-layout-cells,"dfrtp_1 (24), nand2_1 (20), clkdlybuf4s50_1 (12)",
cts,clock_latency,0.27,ns
die,die_w,104,um
drt,vias_per_cell,3.813,
placed_design,hpwl,1.642,mm
logic_synthesis,ys.flop_type,"dfrtp_1",
cts,cts-root-buf,"clkbuf_8",
global_route,antenna_found_initial,0,
die,fp-utilization,18.21,%
logic_synthesis,ys_warn_count,1,
flow_run,cap_violations,0,
critical_path,crit_path_start_kind,"primary input",
cells_and_area,mi_logic_area,556.8,um^2
drt,firstDrtPassIters,3,
cts,cts_setup_buffers,0,
timing,max_freq,0.4233,GHz
global_route,grt_overflow_total,0,
flow_run,warning_count,28,
drt,wirelength,2.279,mm
cts,htreeDepth,1,
power_and_ir_drop,total_power,590.7,uW
cts,cts_hold_buffers,0,
drt,first_iter_violations,17,
drt,ant_nets,0,
logic_synthesis,area_leaders,"dfrtp_1 (48%), xnor2_1 (7.7%), nand2_1 (6.0%)",
cells_and_area,area_growth,23.14,%
global_route,grt_max_degree,27,
timing,worstMarginPinSlew,0.5249,ns
critical_path,arrival,2.52,ns
logic_synthesis,synth_seq_share,52.52,%
timing,final_hold_viol_count,0,
timing,clock_skew,0.003027,ns
hold_path,hold_class,"register to register",
critical_path,crit_type,"primary input to register",
logic_synthesis,async_flop_share,100.0,%
global_route,grt_pass1_wl,4.084,mm
die,die_area,10820,um^2
cells_and_area,layout_top_cell,"dfrtp_1",
critical_path,required,5.26,ns
-- through the flow --
stage	utilization [%]	cells	cell area, um^2	worst slack [ns]
2_1_floorplan	-	121	1244	2.916
3_3_place_gp	21.61	226	1476	2.487
3_5_place_dp	21.61	226	1476	2.441
4_1_cts	22.42	230	1531	2.734
5_1_grt	22.42	230	1531	2.649
6_report	22.42	230	1531	2.737
-- synth_stat cells, types with 2 or more instances --
cell      number
dfrtp_1       24
nand2_1       20
xnor2_1       11
nand3_1        8
o21ai_0        8
inv_1          5
nand4_1        5
clkbuf_1       4
ha_1           4
nor4_1         4
nor2_1         3
and2_1         2
and4_1         2
dfstp_2        2
mux2_2         2
or4_1          2
or4_4          2
xor2_1         2
-- registers in the layout (all words and copies together), names as in the netlist --
register          cells
ro_user_tx_ready      1
ro_uart_tx            1
r_shift_data          8
r_tx_cnt             16
-- cells by family after synthesis --
group / count (synthesis) / share of synthesized area, %
compound gates: 12 / 5.635
xor+xnor: 13 / 9.155
fa+ha+maj: 4 / 4.024
buf+inv: 9 / 2.716
flops: 26 / 52.52
mux: 2 / 1.811
simple gates: 55 / 24.15
-- final cells by class --
type / instances / share of cell area [%]
repair buffers: 13 / 8.333
flip-flops and latches: 26 / 42.65
inverters: 5 / 1.225
well taps: 96 / 7.843
clock buffers: 4 / 3.595
multi-input cells: 86 / 36.36
-- critical path, cell delays in order --
cell and delay [ns]:
clkdlybuf4s50_1 0.42, and2_1 0.28, a211oi_1 0.42, mux2_2 0.38
-- routing by layer --
metal  GRT usage (%)  wire length [um]  up-vias
li1                -                 -      447
met1           6.330              1212      418
met2           6.396              1003       10
met3          0.3759                29        2
met4          0.8946                34        0
met5               0                 0        -
-- final timing paths --
kind | slack [ns] | cells after the start | startpoint | end
worst max-delay path | 2.74 | 4 | i_user_tx_valid | r_tx_cnt[1]$_DFFE_PP0P_
worst min-delay path | 0.46 | 2 | r_shift_data[7]$_DFF_PP0_ | r_shift_data[6]$_DFF_PP0_
worst max register to register | 3.00 | 6 | r_tx_cnt[0]$_DFFE_PP0P_ | r_tx_cnt[1]$_DFFE_PP0P_
worst min register to register | 0.46 | 2 | r_shift_data[7]$_DFF_PP0_ | r_shift_data[6]$_DFF_PP0_
max in group asynchronous | 3.70 | 3 | i_rst | ro_uart_tx$_DFF_PP1_
min in group asynchronous | 1.09 | 3 | i_rst | r_tx_cnt[11]$_DFFE_PP0P_
-- power by group --
| part | total (mW) | leakage, nW | internal [mW] | switching, mW |
|---|---|---|---|---|
| Combinational | 0.165 | 0.252 | 0.0852 | 0.0803 |
| Clock | 0.133 | 0.0288 | 0.0690 | 0.0640 |
| Sequential | 0.292 | 0.345 | 0.245 | 0.0476 |
Power figures rest on the tool's default switching activity, not on a simulated workload.
